## config.mk

```make
export PLATFORM = sky130hd
export DESIGN_NAME = color_converter
export DESIGN_NICKNAME = color_converter
export VERILOG_FILES = /design/flow/design.v
export SDC_FILE = /design/flow/constraint.sdc
export NUM_CORES = 4
export LEC_CHECK = 1
export CORE_AREA = 10 10 70 70
export DIE_AREA = 0 0 80 80
```

## constraint.sdc

```tcl
current_design color_converter

set clk_period 1.5
set clk_io_pct 0.2

create_clock -name clk0 -period $clk_period

set non_clock_inputs [all_inputs -no_clocks]
set_input_delay [expr $clk_period * $clk_io_pct] -clock clk0 $non_clock_inputs
set_output_delay [expr $clk_period * $clk_io_pct] -clock clk0 [all_outputs]
```

## design.v

```verilog
`timescale 1ns / 1ps
module color_converter(
    input [7:0] color_code,
    output reg [7:0] color_out
    );
	always @(color_code)
	begin
		case(color_code)
			8'd00: color_out <= 8'b00000000;  
			8'd01: color_out <= 8'b11100000;  
			8'd02: color_out <= 8'b00011100;  
			8'd03: color_out <= 8'b00000011;  
			8'd04: color_out <= 8'b11111100;  
			8'd05: color_out <= 8'b11100011;  
			8'd06: color_out <= 8'b00011111;  
			8'd07: color_out <= 8'b10010010;  
			8'd08: color_out <= 8'b00100101;  
			8'd09: color_out <= 8'b01111010;  
			8'd10: color_out <= 8'b01101010;  
			8'd11: color_out <= 8'b11101010;  
			8'd12: color_out <= 8'b11110110;  
			8'd13: color_out <= 8'b10110111;  
			8'd14: color_out <= 8'b11010101;  
			8'd15: color_out <= 8'b11111111;  
			default: color_out <= 8'b00000000;  
		endcase
	end
endmodule
```

## run.sh

```bash
#!/bin/bash
# OpenROAD 26Q1-2900-gdf79404cd8, Yosys 0.63+post, stock flow scripts
make -C /OpenROAD-flow-scripts/flow DESIGN_CONFIG=/design/flow/config.mk WORK_HOME=/design/flow/orfs finish
```

==> qor.txt <==
Non-Filler Instances -> 125
Max cap viols -> 0
Status -> finished with violations
Cell Rows -> 21
RSZ-0062 raised after global routing -> yes
Tool warnings -> 40
GPL Wtd Cong -> 0.753
Remaining antenna violation count -> 0
Area reported by Yosys stat -> 330 µm²
Detailed-route DRC error count -> 0
Vias in the first global route -> 467
CP Launch Type -> input pin
Layout clock buffers -> 0
Worst VDD drop -> 55.9 µV
Fraction of layout cells with a size suffix above 1 -> 0.696
Pleak -> 0.000326 µW
CORE AREA -> 0.00342 mm²
Setup ws final -> -0.269 ns
Pre-antenna DRT Iters -> 4
I/O Buffers -> 16
First-pass GRT wire length -> 2240 µm
Arrival time at the worst endpoint -> 1.47 ns
IO Pins -> 16
Inst Count DP -> 118
Synth-to-Final Area Change -> 124%
Flops -> 0
Final setup vio count -> 8
Power Internal -> 82.4 µW
DR vias -> 488
Cell area after layout -> 741 µm²
Global route overflow -> 0
Worst Setup SP -> color_code[7]
Worst slew pin tran -> 0.258 ns
Ys cells -> 47
Failing checks -> setup timing
Drt initial violations -> 34
Hold WS -> 1.03 ns
Die X -> 80 µm
Pre-CTS setup slack -> -1.04 ns
Headroom to the max-slew limit -> 0.827
Critical path endpoint -> color_out[1]
Syn_area_per_cell -> 7.03 µm²
Worst Path Max Fanout -> 3
Final Power -> 157 µW
Sw frac -> 0.475
Mapped Cells -> 47
Final Cycle Share -> 1.18
Power Dens Cells -> 212 mW/mm²
Clk pwr share -> 0
Synth Cell Area -> 330 µm²
Hold_buf cts -> 0
WS Path Type -> input pin to output port
Initial antenna violation count -> 0
Net Switching -> 74.7 µW
Placed standard-cell area -> 618 µm²
Min cycle time layout -> 1.77 ns
Vias/cell -> 3.90
Hold WC Path Type -> input pin to output port
Total GRT Usage -> 0.0406
Seq/Total Area, Yosys -> 0
Die H -> 80 µm
Comb pwr share -> 1.000
Fmax -> 565 MHz
Final Routed Wirelength -> 1350 µm
Yosys warning total -> 1
Share of power burned in registers -> 0
Synth unique cells -> 20
ANT cells -> 0
Pin count of the biggest net entering global routing -> 12
CP Capture Type -> output port
Wire per inst -> 10.8 µm
Crit path DRT -> 1.20 ns
Slew Limit Fails -> 0
Full die area -> 0.00640 mm²
Reg area -> 0 µm²
Floorplan utilization -> 0.0967
Hold Vio Cnt, Final -> 0
Dpl hpwl -> 969 µm
power groups by stage:
stage	Clock (µW)	Sequential, µW	Combinational [µW]
6_report	0	0	157
5_1_grt	0	0	171
4_1_cts	0	0	147
Yosys cell counts:
cell type | instances | share of area
ha_1 | 7 | 0.27
a211oi_1 | 5 | 0.11
nand2_1 | 5 | 0.057
a21oi_1 | 4 | 0.061
inv_1 | 4 | 0.045
a311oi_1 | 3 | 0.080
nand2b_1 | 3 | 0.057
nor2_1 | 2 | 0.023
nor2b_1 | 2 | 0.038
nor3_1 | 2 | 0.030
a211o_1 | 1 | 0.027
a2bb2oi_1 | 1 | 0.027
buf_2 | 1 | 0.015
buf_6 | 1 | 0.034
clkbuf_1 | 1 | 0.011
mux2_2 | 1 | 0.034
nand3_1 | 1 | 0.015
o21ai_0 | 1 | 0.015
or2_2 | 1 | 0.019
or4_4 | 1 | 0.034
final cells by class:
cell class / instances / area, µm²
timing repair buffer: 35 / 260
multi-input combinational: 40 / 405
fill: 376 / 2680
tap: 46 / 57.6
inverter: 4 / 17.5
critical path, stage by stage:
cell,delay [ns]
buf_6,0.09
or4_4,0.55
buf_6,0.15
buf_6,0.11
a211oi_2,0.13
buf_2,0.13
worst min-delay path by stage:
stage / startpoint / end / slack (ns) / cells past startpoint
after CTS: color_code[6] / color_out[0] / 1.04 / 5
after global routing: color_code[6] / color_out[0] / 1.04 / 5
final: color_code[6] / color_out[0] / 1.03 / 5
per-stage QoR:
stage / TNS [ns] / util
4_1_cts: -2.01 / 0.209
6_report: -1.70 / 0.217
5_1_grt: -2.09 / 0.217
3_5_place_dp: -7.70 / 0.181
2_1_floorplan: 0 / -
3_3_place_gp: -7.54 / 0.181
cell families (layout without fill, tap and decap cells):
kind of cell,after synthesis,after routing,synth area share
compound gates,15,15,0.322
simple gates,17,17,0.273
buf+inv,7,39,0.106
fa+ha+maj,7,7,0.265
mux,1,1,0.0341
per-layer routing:
metal  routed length, µm  up-vias  global-route usage  part of all wire
met5                   0        -                   0                 0
met3                  97        0             0.00795             0.072
met1                 664      234              0.0521              0.49
met4                   0        0                   0                 0
met2                 592       17              0.0722              0.44
li1                    -      237                   -                 -
placed cells by master, fill, tap and decap left out, drive strengths merged, types with 3 or more instances in the layout:
cell type	count
inv	4
a21oi	4
buf	31
nand2	5
a311oi	3
a211oi	5
nand2b	3
ha	7
timing repair:
action / CTS / global route
setup buffers: 8 / 0
setup endpoints to repair: 8 / 8
resized: 66 / 14
pin swaps: 9 / 8
Power figures rest on the tool's default switching activity, not on a simulated workload.
