--- flow/design.v ---
`timescale 1ns / 1ps
module vga_grid16(
    input [9:0] x_pos,
    input [9:0] y_pos,
    output reg [1:0] grid_x,
    output reg [1:0] grid_y
    );
	always @(x_pos)
	begin
		if (x_pos < 160)
			grid_x <= 2'b00;
		else if (x_pos < 320)
			grid_x <= 2'b01;
		else if (x_pos < 480)
			grid_x <= 2'b10;
		else  
			grid_x <= 2'b11;
	end
	always @(y_pos)
	begin
		if (y_pos < 120)
			grid_y <= 2'b00;
		else if (y_pos < 240)
			grid_y <= 2'b01;
		else if (y_pos < 360)
			grid_y <= 2'b10;
		else  
			grid_y <= 2'b11;
	end
endmodule
--- flow/run.sh ---
#!/bin/bash
# OpenROAD 26Q1-2900-gdf79404cd8, Yosys 0.63+post, stock flow scripts
make -C /OpenROAD-flow-scripts/flow DESIGN_CONFIG=/design/flow/config.mk WORK_HOME=/design/flow/orfs finish
--- flow/config.mk ---
export PLATFORM = sky130hd
export DESIGN_NAME = vga_grid16
export DESIGN_NICKNAME = vga_grid16
export VERILOG_FILES = /design/flow/design.v
export SDC_FILE = /design/flow/constraint.sdc
export NUM_CORES = 4
export LEC_CHECK = 1
export CORE_AREA = 10 10 70 70
export DIE_AREA = 0 0 80 80
--- flow/constraint.sdc ---
current_design vga_grid16

set clk_period 1.0
set clk_io_pct 0.2

create_clock -name clk0 -period $clk_period

set non_clock_inputs [all_inputs -no_clocks]
set_input_delay [expr $clk_period * $clk_io_pct] -clock clk0 $non_clock_inputs
set_output_delay [expr $clk_period * $clk_io_pct] -clock clk0 [all_outputs]
==> design notes <==
The run finished, with violations left. The checks that failed: setup timing. The antenna violation net count after detailed routing is 0.

The clock network power share was 0. The overall routed net length is 533 µm. The run gives 309 nW/µm² for the total power per unit cell area.

Summing over every cut layer, the via total after detailed routing is 184. Entering global routing, the biggest net connects 4 pins. The cell leakage power came out at 0.133 nW.

For the total die size, the log shows 6400 µm². The final timing report lists a hold violation count of 0. The floorplan report gives the top-level pin count as 24. With the flop count at 0, the synthesis-to-finish area growth is 302%.

In the Yosys stats the netlist draws on 11 distinct library cells. The cell internal power dissipation is 69.7 µW. The footprint of the multi-input gates was 82.6 µm²; the worst slack at placement was -0.958 ns. Subtracting the final worst setup slack from the clock period gives 1.22 ns.

Per the finish-stage timing summary, setup violations number 2. The logs give 0 for the final antenna diode count and -0.258 ns for the accumulated negative setup slack. The post-detailed-route wirelength per cell works out to 6.66 µm.

The logs give 0 µm² for the combined flip-flop and latch cell area and 1.000 for the share of total power in combinational logic. The per-cell via count in the routed design came out at 2.30. In the final layout, the fill cell count is 407.

The placement report lists the number of port buffers as 16. The initial antenna violation count is 0. Looking at the setup timing report, the critical path kind is in2out. The share of cells above drive strength 1 works out to 0.676. Across the VDD grid, the largest voltage drop is 0.0885 mV.

The pin closest to its max-slew limit shows a slew of 0.130 ns. The classification of the worst-slack hold path is in2out. The post-route clock period utilization was 1.22; the total number of placement rows was 21.

With the vertical die dimension at 80 µm, the proportion of total power due to net switching is 0.310. With the reported net switching power at 31.3 µW, the max-slew violation count is 0. The run gives 0 as the final routed DRC violation total.

Number of cells in the design after placement: 76. Counting the clock-network buffers in the layout gives 0. For the number of cells in Yosys stat, the log shows 14.

The global-route usage over all layers was 0.0155; the combined area of all synthesized cells was 81.3 µm². After synthesis, the chip area reported by Yosys is 81.3 µm². With the tally of yosys warning messages at 1, the global route total overflow is 0.

Worst-case setup margin in the final layout: -0.219 ns. The total design power is 101 µW, and the final cell count without fillers is 80. For the first-pass GRT wire length, the log shows 841 µm. After technology mapping, the gate count stands at 14. The horizontal die dimension came out at 80 µm.

Tightest slew margin relative to the limit: 0.913. After floorplanning, the core was sized to cover 3420 µm². Maximum fanout along the worst path: 2. Achievable frequency: 821 MHz. For the first-pass detailed-route iteration total, the log shows 1. The final weighted congestion recorded by global placement is 0.755. Across all stage logs, warnings added up to 42. The hold path depth came out at 4. Buffers inserted to repair hold after CTS numbered 0. The tools report the via count of the first global-routing pass as 198. Share of total power in sequential cells: 0. The tools report the post-synthesis sequential area ratio as 0. The required time at the worst endpoint is listed as 0.80 ns. The average footprint of a synthesized cell is 5.81 µm². Setup repair after global routing could not meet its margin everywhere.

The run gives 0.0238 as the initial core utilization. For this block, the initial DRC count from the detailed router was 0. The type of element launching the critical path was an input port. The kind of capture point of the worst setup path was an output pin. Across the run, the number of max-cap violations was 0. The most common logic cells in the final layout are 5 x buf_6, 5 x buf_2. At the worst endpoint, the arrival time is 1.02 ns.
-- power by group through the flow --
stage     Combinational [mW]  Sequential (mW)  Clock [mW]
4_1_cts               0.0950                0           0
5_1_grt                0.112                0           0
6_report               0.101                0           0
-- repair_timing --
action,CTS,global route
pin swaps,9,8
gates cloned,0,0
setup endpoints to repair,4,4
setup buffers,3,2
resized,58,9
-- cell families after synthesis --
logic type / synth area share
AOI/OAI and AO/OA: 0.569
and+or+nand+nor: 0.200
buffers and inverters: 0.0923
adders and majority gates: 0.138
-- area by class of cell --
cell class / count / share of cell area
multi-input combinational: 12 / 0.253
timing repair buffer: 20 / 0.540
inverter: 2 / 0.0307
tap: 46 / 0.176
-- cell usage after synthesis --
master | n | area share
o21a_1 | 1 | 0.092
nor2_1 | 2 | 0.092
a221o_1 | 1 | 0.12
maj3_2 | 1 | 0.14
nand3_1 | 1 | 0.061
nand2_1 | 1 | 0.046
a21oi_1 | 1 | 0.061
inv_1 | 2 | 0.092
a31oi_1 | 1 | 0.077
o21bai_1 | 1 | 0.092
o21ai_0 | 2 | 0.12
-- critical path, stage by stage --
cell	delay [ns]
buf_6	0.09
maj3_2	0.29
a221o_1	0.32
buf_2	0.12
-- per-layer routing --
| layer | global-route usage | share of wire | vias up |
|---|---|---|---|
| met5 | 0 | 0 | - |
| met3 | 0.0114 | 0.17 | 0 |
| met1 | 0.0204 | 0.50 | 77 |
| met2 | 0.0209 | 0.33 | 14 |
| li1 | - | - | 93 |
| met4 | 0 | 0 | 0 |
-- stage by stage --
stage / area, µm² / hold slack, ns / utilization
3_3_place_gp: 299 / 1.37 / 0.0875
6_report: 327 / 0.678 / 0.0956
3_5_place_dp: 299 / 1.38 / 0.0875
5_1_grt: 327 / 0.718 / 0.0956
2_1_floorplan: 81.3 / 0.441 / -
4_1_cts: 319 / 0.697 / 0.0934
-- worst paths after layout --
path	from	end	slack, ns
min	y_pos[8]	grid_y[1]	0.68
max	x_pos[6]	grid_x[0]	-0.22
Power is estimated from default activity; no workload was simulated.
