==> flow/design.v <==
`timescale 1ns / 1ps
module VGA_driver(
    input clk_25M,
    input [2:0] redIn,
    input [2:0] greenIn,
    input [1:0] blueIn,
    output reg [2:0] vgaRed = 0,
    output reg [2:0] vgaGreen = 0,
    output reg [2:1] vgaBlue = 0,
    output reg Hsync = 0,
    output reg Vsync = 0,
    output reg [9:0] x_pos = 0,
    output reg [9:0] y_pos = 0
    );
	reg [9:0] h_count = 0;
	reg [9:0] v_count = 0;
	always @(posedge clk_25M)
	begin
		if (h_count == 799)
		begin
			h_count <= 0;
			if (v_count == 524)
				v_count <= 0;
			else
				v_count <= v_count + 1'b1;
		end
		else
			h_count <= h_count + 1'b1;
		if ((h_count >= 0) && (h_count <= 95))
			Hsync <= 1;
		else
			Hsync <= 0;
		if ((v_count >= 0) && (v_count <= 1))
			Vsync <= 1;
		else
			Vsync <= 0;
		if ((h_count >= 144) && (h_count <= 783) && (v_count >= 35) && (v_count <= 514))
		begin
			vgaRed <= redIn;
			vgaGreen <= greenIn;
			vgaBlue <= blueIn;
		end
		else
		begin
			vgaRed <= 0;
			vgaGreen <= 0;
			vgaBlue <= 0;
		end
		x_pos <= (h_count + 1'b1) - 9'd144;  
		y_pos <= v_count - 9'd35;  
	end
endmodule
==> flow/run.sh <==
#!/bin/bash
# OpenROAD 26Q1-2900-gdf79404cd8, Yosys 0.63+post, stock flow scripts
make -C /OpenROAD-flow-scripts/flow DESIGN_CONFIG=/design/flow/config.mk WORK_HOME=/design/flow/orfs finish
==> flow/config.mk <==
export PLATFORM = sky130hd
export DESIGN_NAME = VGA_driver
export DESIGN_NICKNAME = VGA_driver
export VERILOG_FILES = /design/flow/design.v
export SDC_FILE = /design/flow/constraint.sdc
export NUM_CORES = 4
export LEC_CHECK = 1
export CORE_UTILIZATION = 30
==> flow/constraint.sdc <==
current_design VGA_driver

set clk_period 4.6
set clk_io_pct 0.2

create_clock -name clk0 -period $clk_period [get_ports {clk_25M}]

set non_clock_inputs [all_inputs -no_clocks]
set_input_delay [expr $clk_period * $clk_io_pct] -clock clk0 $non_clock_inputs
set_output_delay [expr $clk_period * $clk_io_pct] -clock clk0 [all_outputs]
==> Changelog: implementation <==
## Flow update

* Outcome: finished, final reports clean
* Worst Path Buf+Inv at 1
* Drt initial violations at between 50 and 60
* Worst-Margin Slew at 0.383 ns
* Final setup fails at 0
* # H-tree levels at 2
* Period utilization at 43.7%
* PortBufs at 38
* CP max stage delay at about 0.48 ns
* Fraction of registers with async set/reset at 0%
* Max FO, Critical Path at 1
* Worst min path class: flop to flop
* Synth Cell Area at 0.00192 mm2
* Hold buffers post-CTS at 0
* Final setup margin at around 2.6 ns
* Mapped Avg Cell Area at 11.2 um2
* R2R setup slack at between 2 and 3 ns
* TNS Setup at 0 ns
* Max Cap Viol at 0
* Static Leakage at 1.00 nW
* Yosys cell count at 172
* CTS resizes at 0
* Detailed Place HPWL at 2.20 mm
* ANT cells at 0
* Clock transition at the registers of the reported paths at 0.08 ns
* Rel. slew slack at between 70% and 80%
* Init Core Util at between 30% and 40%
* Unrepaired setup endpoints after global routing: false
* CP max-delay cell: clkdlybuf4s50_1
* Std cell rows at 28
* Die area at 0.00672 mm2
* Worst Setup Path Type: flop to primary output
* Worst slack, placed at 2.69 ns
* Vias/cell at 4.30
* CTS sink cnt at about 50
* Yosys cell types at 33
* Crit path max-delay family: buffers and inverters
* Yosys chip area at 0.00192 mm2
* Max-area cell share at 41.7%
* Die width at around 80 um
* Synth area leaders: dfxtp_1, edfxtp_1, xor2_1, xnor2_1, ha_1
* Post-synth EDFFs at 10
* Pre-Repair DR Iteration Count at 4
* Synth Warn # at 1
* Vias at 1252
* Post-synth regs at 50
* Dpl cell area at 0.00238 mm2
* Latency at later pin at 0.30 ns
* Routed len/inst at between 10 and 15 um
* DRC viols at 0
* Largest net degree at the start of global routing at 15
* Setup Buffers After CTS at 0
* Share of layout cells above drive strength 1 at 6.02%
* Worst VDD drop at roughly 180 uV
* Root buffer cell: clkbuf_8
* Clock skew at around 0.0072 ns
* Global-route wire length before repair at 5.08 mm
* Clk buf depth at 2
* Tool warnings at 30
* Core area at 0.00606 mm2
* Fin area at 0.00247 mm2
* CTS tree: done
* Reg-to-reg critical path startpoint: v_count[7]
* CP Launch Type: flop
* Tmin final at 2.01 ns
* Post-synth seq share at 57.4%
* PD cells at 287 mW/mm2
* Worst EP required at 3.68 ns
* Routability cong. at 0.812
* CP cell instances: clkdlybuf4s50_1
* Arrival @ worst endpoint at 1.09 ns
* Num CTS Buffers at 5
* HP Start: h_count[0]
* RR Endpoint: vgaRed[2]
* Io pins at 39
* Vias in the first global route at 1176
* Filler cell count at 580
* Hold endpoint: x_pos[0]
* Synthesized instance count at 172
* Hold-critical path depth at 1
* Hold Vio Cnt, Final at 0
* Synth Flop Type: dfxtp_1
* Final WL at 3.14 mm
* Gr usage total at 10.0%
* Syn-to-layout area delta at 28.6%
* GRT Residual Overflow at 0
* Final ANT Viol Nets at 0
* Reg2reg path depth at 5
* Synth area leader: dfxtp_1
* Die Ht at just over 80 um
* Slew Viols, Final at 0
* Fmax at 498 MHz
* Initial antenna violation count at 0
* Crit path capture type: primary output
-- worst max path at each step --
stage,endpoint,cells past startpoint,slack [ns],startpoint
CTS,y_pos[1],1,2.57,y_pos[1]
global route,y_pos[1],1,2.54,y_pos[1]
finish,y_pos[1],1,2.59,y_pos[1]
-- cell usage in the layout, fill, tap and decap left out, types with 4 or more instances in the layout --
| master | synthesis | final |
|---|---|---|
| xnor2_1 | 11 | 11 |
| ha_1 | 7 | 7 |
| xor2_1 | 17 | 17 |
| nand2_1 | 7 | 7 |
| nand3_1 | 8 | 8 |
| clkbuf_8 | 0 | 6 |
| nor2_1 | 18 | 18 |
| inv_1 | 8 | 8 |
| edfxtp_1 | 10 | 10 |
| nor3_1 | 4 | 4 |
| dfxtp_1 | 40 | 40 |
| and2_1 | 10 | 10 |
| clkdlybuf4s50_1 | 0 | 38 |
| nand4_1 | 4 | 4 |
| o21ai_0 | 4 | 4 |
-- routing by layer --
metal | global-route usage [%] | share of wire (%) | vias up
met5 | 0 | 0 | -
met4 | 2.28 | 2.3 | 0
met3 | 2.93 | 6.9 | 9
met2 | 15.5 | 43 | 32
met1 | 14.2 | 48 | 557
li1 | - | - | 654
-- stage by stage --
step / utilization [%] / hold WS, ns / power, mW / cells
2_1_floorplan: - / 0.418 / 0.455 / 172
3_3_place_gp: 39.2 / 0.456 / 0.461 / 283
3_5_place_dp: 39.2 / 0.450 / 0.461 / 283
4_1_cts: 40.7 / 0.479 / 0.718 / 291
5_1_grt: 40.7 / 0.506 / 0.735 / 291
6_report: 40.7 / 0.477 / 0.708 / 291
-- sequential cells by signal, indices dropped and copies added (netlist names) --
| name | cells |
|---|---|
| Hsync | 1 |
| vgaRed | 3 |
| y_pos | 10 |
| x_pos | 10 |
| Vsync | 1 |
| vgaGreen | 3 |
| v_count | 10 |
| vgaBlue | 2 |
| h_count | 10 |
-- logic make-up after synthesis --
group / after synthesis / share of synthesized area [%]
multiplexers: 1 / 0.522
adder cells (fa/ha/maj): 7 / 4.56
AND-OR/OR-AND: 9 / 3.46
AND/OR/NAND/NOR: 65 / 18.1
buffers and inverters: 12 / 3.19
XOR/XNOR: 28 / 12.8
flip-flops: 50 / 57.4
-- cell usage after synthesis (2+ instances only) --
library cell and count:
and2_1 10, and3_1 2, buf_6 2, dfxtp_1 40, edfxtp_1 10, ha_1 7, inv_1 8, nand2_1 7
nand3_1 8, nand4_1 4, nor2_1 18, nor2b_1 2, nor3_1 4, nor4_1 2, o21ai_0 4, xnor2_1 11
xor2_1 17
-- power breakdown --
part,switching [mW],internal (mW),leakage [nW],total (mW)
Clock,0.135,0.121,0.0482,0.257
Sequential,0,0.444,0.438,0.444
Combinational,0.000705,0.00586,0.516,0.00656
-- cell type report --
type / count / area (um2) / area share, %
well taps: 75 / 93.8 / 3.80
inverters: 8 / 30.0 / 1.22
flip-flops and latches: 50 / 1100 / 44.6
repair buffers: 40 / 395 / 16.0
clock buffers: 7 / 86.3 / 3.50
clock inverters: 1 / 5.00 / 0.203
multi-input cells: 110 / 757 / 30.7
No activity file was given, so power comes from the tool's default toggle rates.
